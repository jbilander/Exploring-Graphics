==> /design/flow/design.v <==
`timescale 1ns / 1ps
module simple_480p(
    input PCLK,              
    input RST_PCLK,          
    output reg [9:0] SX,     
    output reg [9:0] SY,     
    output HSYNC,            
    output VSYNC,            
    output DE                
);
parameter HA_END = 639;            
parameter HS_STA = HA_END + 16;    
parameter HS_END = HS_STA + 96;    
parameter LINE   = 799;            
parameter VA_END = 479;            
parameter VS_STA = VA_END + 10;    
parameter VS_END = VS_STA + 2;     
parameter SCREEN = 524;            
assign HSYNC = ~(SX >= HS_STA && SX < HS_END);   
assign VSYNC = ~(SY >= VS_STA && SY < VS_END);   
assign DE = (SX <= HA_END && SY <= VA_END);
always @ (posedge PCLK) begin
    if (SX == LINE) begin    
        SX <= 'b0;
        SY <= (SY == SCREEN) ? 'b0 : SY + 1;   
    end else begin
        SX <= SX + 1;
    end
    if (RST_PCLK) begin
        SX <= 'b0;
        SY <= 'b0;
    end
end
endmodule
==> /design/flow/run.sh <==
#!/bin/bash
# OpenROAD 26Q1-2900-gdf79404cd8, Yosys 0.63+post, stock flow scripts
make -C /OpenROAD-flow-scripts/flow DESIGN_CONFIG=/design/flow/config.mk WORK_HOME=/design/flow/orfs finish
==> /design/flow/config.mk <==
export PLATFORM = sky130hd
export DESIGN_NAME = simple_480p
export DESIGN_NICKNAME = simple_480p
export VERILOG_FILES = /design/flow/design.v
export SDC_FILE = /design/flow/constraint.sdc
export NUM_CORES = 4
export LEC_CHECK = 1
export CORE_AREA = 10 10 89 89
export DIE_AREA = 0 0 99 99
==> /design/flow/constraint.sdc <==
current_design simple_480p

set clk_period 3.0
set clk_io_pct 0.2

create_clock -name clk0 -period $clk_period [get_ports {PCLK}]

set non_clock_inputs [all_inputs -no_clocks]
set_input_delay [expr $clk_period * $clk_io_pct] -clock clk0 $non_clock_inputs
set_output_delay [expr $clk_period * $clk_io_pct] -clock clk0 [all_outputs]
==> impl_metrics.py <==
# Synthesis and PnR figures
metrics = {
    "die": {
        "die_h_microns": 99,
        "fp.dieArea_sq_um": 9800,
        "placementRows": 28,
        "design.core.area_sq_um": 5990,
        "fp_util_pct": 17.1,
        "fp.dieW_microns": 99,
        "num_io_pins": 25,
    },
    "drt": {
        "number_of_nets_with_antenna_violations_after_routing": 0,
        "drcViolationCount": 0,
        "dr.first_iter.drc_count": 46,
        "detailroute.via_count": 908,
        "drtPass1Iterations": 4,
        "n_antenna_cell": 0,
        "post_drt_wl_per_cell_microns": 11.3,
        "finalWirelength_microns": 2480,
        "post_drt_via_cell_ratio": 4.13,
    },
    "place": {
        "gp_congestion": 0.800,
        "placement.io_buffers": 24,
        "post_dp_cell_area_sq_um": 1340,
        "dp_hpwl_microns": 1930,
    },
    "final_timing": {
        "timing.clock.skew_ns": 0.00143,
        "finalClockPeriodUsage_pct": 86.2,
        "fmax_mhz": 387,
        "setup_viol_count_final": 0,
        "hold_ws_ns": 0.467,
        "timing.final.hold_violations": 0,
        "layout_min_cycle_time_ns": 2.58,
        "max-slew-margin-rel_pct": 74.1,
        "tns_ns": 0,
        "rsz0062_at_grt": "false",
        "least_margin_pin_slew_ns": 0.385,
        "number_of_max_slew_violations_in_the_final_report": 0,
    },
    "status": {
        "outcome": "complete, no violations",
    },
    "yosys": {
        "avgSynthCellArea_sq_um": 8.49,
        "unique_cell_types": 32,
        "ys_top_cells_by_area": "sky130_fd_sc_hd__dfxtp_1 39%, sky130_fd_sc_hd__xnor2_1 6.8%, sky130_fd_sc_hd__nor2_1 6.6%",
        "yosys.stat.seqShare_pct": 39.0,
        "synth-seq-cells": 20,
        "synth.yosys.chip_area_sq_um": 1030,
        "netlist_area_sq_um": 1030,
        "synth-warning-count": 1,
        "synth_top_cell_by_area": "sky130_fd_sc_hd__dfxtp_1",
        "yosysTopAreaCellShare_pct": 39.0,
        "ys_cells": 121,
        "syn_inst": 121,
    },
    "final_layout": {
        "layout_top_cell_excl_fill_tap": "sky130_fd_sc_hd__clkdlybuf4s50_1",
        "commonest_cells_after_routing_fill_and_taps_aside": "24 x sky130_fd_sc_hd__clkdlybuf4s50_1, 20 x sky130_fd_sc_hd__dfxtp_1, 18 x sky130_fd_sc_hd__nor2_1",
        "n_fill_cell": 632,
        "finalInstanceArea_sq_um": 1400,
        "post_route_cells_drive_above_1_share_pct": 4.83,
        "area_growth_syn_to_layout_pct": 36.2,
        "final-seq-area_sq_um": 400,
        "multiInputGateArea_sq_um": 579,
    },
    "clock_tree": {
        "insertion_delay_ns": 0.25,
        "cts_num_sinks": 20,
        "number_of_cells_upsized_or_downsized_after_cts": 0,
        "post_cts_setup_buffers": 0,
        "htree_levels": 1,
        "tritoncts": "built",
        "cts-root-buf": "sky130_fd_sc_hd__clkbuf_8",
        "clock_path_buffers": 2,
        "cts_hold_buffers": 0,
        "num_cts_buffers": 3,
        "cts.clk_slew.worst_paths_ns": 0.07,
    },
    "global_route": {
        "wire_length_of_the_first_global_routing_pass_microns": 4160,
        "grt_start_max_net_pins": 12,
        "grt_use_total_pct": 4.97,
        "vias_in_the_first_global_route": 846,
        "grt_overflow_total": 0,
        "antenna_violations_before_repair": 0,
    },
    "critical_path": {
        "worst_path_fanout_max": 5,
        "setup.worst_path.end_class": "output port",
        "crit_slowest_cell": "sky130_fd_sc_hd__clkdlybuf4s50_1",
        "crit_arrival_ns": 1.98,
        "path_class": "flop to output port",
        "worstPathCellList": "ha_1 > a31oi_1 > nor2_1 > a2111o_1 > clkdlybuf4s50_1",
        "crit_path_start_kind": "flop",
        "slowest_delay_ns": 0.43,
        "required_time_of_the_critical_path_ns": 2.40,
    },
    "power_and_ir_drop": {
        "max-vdd-ir-drop_mv": 0.191,
        "power.density_cell_area_nw_per_um2": 354,
        "p_leak_nw": 0.427,
    },
    "hold_path": {
        "class_of_the_worst_hold_path": "flop to flop",
    },
    "flow_run": {
        "openroad.warnings": 27,
        "cap_viol_max_count": 0,
    },
}
metal layers:
metal  GRT usage, %  share of wire, %  up-vias
met3           2.40               9.6        2
li1               -                 -      473
met1           6.47                47      408
met5              0                 0        -
met2           7.57                43       25
met4          0.441              0.73        0
stage by stage:
| step | std cells | util (%) | power (W) | setup WS [ns] |
|---|---|---|---|---|
| 3_5_place_dp | 216 | 22.4 | 0.000298 | 0.709 |
| 2_1_floorplan | 121 | - | 0.000287 | 1.07 |
| 3_3_place_gp | 216 | 22.4 | 0.000298 | 0.743 |
| 6_report | 220 | 23.4 | 0.000495 | 0.415 |
| 4_1_cts | 220 | 23.4 | 0.000504 | 0.403 |
| 5_1_grt | 220 | 23.4 | 0.000520 | 0.332 |
worst paths after layout:
| kind | cells past startpoint | slack, ns | end | startpoint |
|---|---|---|---|---|
| setup reg to reg | 5 | 0.86 | SY[9] | SX[0] |
| hold reg to reg | 1 | 0.47 | SX[0] | SX[0] |
| hold / removal | 1 | 0.47 | SX[0] | SX[0] |
| setup / recovery | 5 | 0.42 | HSYNC | SX[0] |
cell usage after synthesis, drive strengths merged:
| master | number |
|---|---|
| o21a | 1 |
| xnor2 | 8 |
| nor4 | 3 |
| inv | 8 |
| nand4bb | 1 |
| nand4b | 1 |
| buf | 1 |
| clkbuf | 3 |
| a31oi | 1 |
| and4 | 1 |
| xor2 | 3 |
| nand2 | 8 |
| or3 | 3 |
| nand3 | 7 |
| nand2b | 1 |
| nor4b | 2 |
| o31ai | 2 |
| a2111o | 1 |
| or4 | 4 |
| a21oi | 7 |
| nor3 | 3 |
| mux2i | 1 |
| nor4bb | 1 |
| a31o | 1 |
| nand4 | 3 |
| dfxtp | 20 |
| nor2 | 18 |
| o21ai | 4 |
| ha | 4 |
worst max-delay path, delay by kind of cell (launching register included):
family | cells | cell delay (ns)
compound gates | 2 | 0.62
fa+ha+maj | 1 | 0.28
buf+inv | 1 | 0.43
flops | 1 | 0.34
simple gates | 1 | 0.07
kinds of logic after synthesis:
family                   count (synthesis)  synth area share (%)
AND-OR/OR-AND                           17                  10.1
flip-flops                              20                  39.0
XOR/XNOR                                11                  9.38
buffers and inverters                   12                  4.63
adder cells (fa/ha/maj)                  4                  4.87
multiplexers                             1                 0.974
AND/OR/NAND/NOR                         56                  31.1
state kept, by name, indices dropped and copies added, names as in the netlist:
name / cells
SX: 10
SY: 10
final cells by class:
cell class / instances / share of cell area (%)
inverter: 8 / 2.15
clock buffer: 4 / 3.94
tap: 75 / 6.71
sequential: 20 / 28.6
multi-input combinational: 89 / 41.4
timing repair buffer: 24 / 17.2
report_power, final:
group	switching, W	total [W]	internal, W
Sequential	0.00000392	0.000273	0.000269
Clock	0.0000873	0.000204	0.000117
Combinational	0.00000820	0.0000186	0.0000104
No activity file was given, so power comes from the tool's default toggle rates.
